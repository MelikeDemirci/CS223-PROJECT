## design/flow/run.sh

```bash
#!/bin/bash
# OpenROAD 26Q1-2900-gdf79404cd8, Yosys 0.63+post, stock flow scripts
make -C /OpenROAD-flow-scripts/flow DESIGN_CONFIG=/design/flow/config.mk WORK_HOME=/design/flow/orfs finish
```

## design/flow/config.mk

```make
export PLATFORM = sky130hd
export DESIGN_NAME = clockDiv
export DESIGN_NICKNAME = clockDiv
export VERILOG_FILES = /design/flow/design.v
export SDC_FILE = /design/flow/constraint.sdc
export NUM_CORES = 4
export LEC_CHECK = 1
export CORE_AREA = 10 10 97 97
export DIE_AREA = 0 0 107 107
export SYNTH_HDL_FRONTEND = slang
```

## design/flow/constraint.sdc

```tcl
current_design clockDiv

set clk_period 4.1
set clk_io_pct 0.2

create_clock -name clk0 -period $clk_period [get_ports {clk}]

set non_clock_inputs [all_inputs -no_clocks]
set_input_delay [expr $clk_period * $clk_io_pct] -clock clk0 $non_clock_inputs
set_output_delay [expr $clk_period * $clk_io_pct] -clock clk0 [all_outputs]
```

## design/flow/design.v

```verilog
`timescale 1ns / 1ps
module clockDiv(input logic clk,
                    output logic slowerClk
    );
logic [26:0] clk_counter;
initial begin
slowerClk = clk;
end
always @(posedge clk)
begin 
    if(clk_counter >= 9999999)
        begin
        clk_counter <= 0;
        slowerClk = ~slowerClk;
        end
    else
        clk_counter <= clk_counter + 1;
end 
endmodule
```

==> reports/metrics.cfg <==
[sta]
setup_viol=0
period_used_share=0.5731
slew_headroom=0.4422
worstMarginPinSlew_ns=0.8311
timing.final.crit_period_ns=2.350
fin_worst_skew_ns=0.006298
fin_tns_setup_ns=0
hold_viol_final=0
rsz0062_at_grt=false
timing.hold.ws_ns=0.5122
finalMaxSlewViolations=0
fmax_ghz=0.4256

[min_path]
worstHoldPathType=reg2reg
whs_path_depth=2

[critical_path]
arrival_ns=2.48
path_cells=nand4b_1 -> or4_1 -> a2111oi_4 -> buf_4 -> nor3_1
worst_path_dominant_cell_family=simple AND/OR/NAND/NOR gates
worst-r2r-setup-slack_ns=1.75
cp_max_fo=14
r2r-start=clk_counter[15]
r2r_end=clk_counter[4]
path_class=reg2reg
ff2ff_path_depth=5
startpoint=clk_counter[15]
endpoint_kind=register
cpPeakStageDelay_ns=0.70
path_buffers=1
crit_required_ns=4.23
endpoint=clk_counter[4]
critical_path_depth=5
critPathLaunchType=register
worst_path_max_delay_cell=a2111oi_4

[flow_run]
cap_violations=0
warnings=25

[grt]
grt_pass1_vias=943
antenna_found_initial=0
grt_pass1_wl_um=4319
gr-total-overflow=0
grt_util_all_layers=0.04305
grt_start_max_net_pins=16

[synth]
top_cell_area_share=0.4004
ys_chip_area_mm2=0.001350
common_cells=27 x dfxtp_1, 19 x nor3_1, 8 x a211oi_1, 8 x xnor2_1
synth.area.top_cells=dfxtp_1 40%, nor3_1 7.0%, xnor2_1 5.2%
yosys_warnings=0
syn_area_mm2=0.001350
yosysCellCount=145
yosys.area.top_type=dfxtp_1
synth-seq-area-share=0.4226
synth.most_common_cell=dfxtp_1
synth_cell_type_count=36
synth-seq-cells=28
synth.avg_cell_area_um2=9.311
synth_async_sr_flop_share=0
synth-edff-count=1
ff_type=dfxtp_1
synthCells=145

[floorplan]
die_y_um=107
fp_util=0.1851
num_io_pins=2
die-area_mm2=0.01145
core_area_mm2=0.007292
num_rows=31
die_w_um=107

[place]
io_buffers=1
dp_hpwl_um=1701
dp.cells=243
gp_congestion=0.8358

[routing]
antenna-diode-count=0
vias_per_cell=4.158
postRouteAntennaNets=0
wl_per_cell_um=10.01
drt-initial-drc-count=71
drt-total-wl_um=2472
dr_total_vias=1027
dr.pass1.iters=4
drc_errors=0

[clocking]
cts.clk_slew.worst_paths_ns=0.09
cts_buffers=3
cts_sinks=28
cts.htree.levels=1
cts_hold_buf=0
clockBufferDepth=2
cts_tree=done
postCtsSetupBuffers=0
clk_latency_ns=0.27
cts-root-buf=clkbuf_8
cts_resized=0

[power]
seqPwrFrac=0.612
netSwitchingFraction=0.1943
power.internal_uw=367.2
pwr-share-clk=0.369
p_switching_uw=88.53
powerDensity_mw_per_mm2=299.5
vdd_drop_max_v=0.0001099
power_uw=455.7
power_leakage_nw=0.4064
comb_power_share=0.019

[outcome]
status=finished, final reports clean

[final_layout]
fill_cells=820
area_delta_synth_final_pct=12.70
drive_above_1_share=0.1014
layout.cells.non_filler=247

-- sequential cells by signal, summed over array words and instances (netlist names) --
register and cells:
clk_counter 27, slowerClk 1
-- cell usage in the layout (no fill, tap or decap), types with 2 or more instances in the layout --
master / synthesis / routed
nand3_1: 7 / 7
nand2_1: 7 / 7
nand4_1: 3 / 3
nor3_1: 19 / 19
nor2_1: 4 / 4
or4_4: 2 / 2
buf_4: 0 / 2
xor2_1: 5 / 5
nand4b_1: 2 / 2
conb_1: 1 / 3
and3_1: 2 / 2
xnor2_1: 8 / 8
or4_1: 5 / 5
a211oi_1: 8 / 8
clkbuf_8: 0 / 4
a211oi_2: 2 / 2
o31ai_1: 4 / 4
dfxtp_1: 27 / 27
or3_1: 6 / 6
o21ai_0: 6 / 6
inv_1: 7 / 7
-- metal layers --
layer,up-vias,part of all wire,global-route usage
met2,9,0.46,0.06629
li1,536,-,-
met5,-,0,0
met4,0,0.014,0.01161
met1,480,0.51,0.06173
met3,2,0.017,0.006064
-- worst register-to-register path, delay by kind of cell, from the launching register on --
kind / cells / cell delay (ns)
AOI/OAI and AO/OA: 1 / 0.70
buffers and inverters: 1 / 0.32
DFF: 1 / 0.45
and+or+nand+nor: 3 / 0.73
-- area by class of cell --
class	instances	area, µm²	share of cell area
clock buffers	4	55.05	0.03618
inverters	7	26.28	0.01727
multi-input cells	106	720.7	0.4737
flip-flops and latches	28	570.5	0.3750
well taps	99	123.9	0.08141
repair buffers	3	25.02	0.01645
-- metrics by stage --
step / area (µm²) / setup slack, ns / utilization
3_3_place_gp: 1466 / 1.786 / 0.2011
6_report: 1521 / 1.750 / 0.2086
3_5_place_dp: 1466 / 1.775 / 0.2011
2_1_floorplan: 1358 / 2.067 / -
5_1_grt: 1521 / 1.609 / 0.2086
4_1_cts: 1521 / 1.748 / 0.2086
-- logic make-up after synthesis --
kind of cell | after synthesis | synth area share
other | 1 | 0.002778
AOI/OAI and AO/OA | 24 | 0.1427
and+or+nand+nor | 65 | 0.2892
buffers and inverters | 13 | 0.04912
xor gates and xnor gates | 13 | 0.08434
adders and majority gates | 1 | 0.009266
DFF | 28 | 0.4226
-- worst min path at each step --
stage | from | endpoint
CTS | clk_counter[20] | clk_counter[20]
global route | clk_counter[20] | clk_counter[20]
finish | clk_counter[20] | clk_counter[20]
-- power groups by stage --
stage         clock, mW  combinational (mW)  sequential [mW]
finish            0.168             0.00861            0.279
global route      0.184             0.00986            0.280
CTS               0.172             0.00897            0.279
No activity file was given, so power comes from the tool's default toggle rates.
