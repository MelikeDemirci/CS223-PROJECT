<file path="flow/config.mk">
export PLATFORM = sky130hd
export DESIGN_NAME = mainMemory
export DESIGN_NICKNAME = mainMemory
export VERILOG_FILES = /design/flow/design.v
export SDC_FILE = /design/flow/constraint.sdc
export NUM_CORES = 4
export LEC_CHECK = 1
export CORE_UTILIZATION = 30
</file>
<file path="flow/constraint.sdc">
current_design mainMemory

set clk_period 2.5
set clk_io_pct 0.2

create_clock -name clk0 -period $clk_period [get_ports {clk}]

set non_clock_inputs [all_inputs -no_clocks]
set_input_delay [expr $clk_period * $clk_io_pct] -clock clk0 $non_clock_inputs
set_output_delay [expr $clk_period * $clk_io_pct] -clock clk0 [all_outputs]
</file>
<file path="flow/design.v">
`timescale 1ns / 1ps
module mainMemory(input logic clk, reset, we,
                  input logic [3:0] wAddr,  
                  input logic [3:0] rAddr,  
                  input logic [3:0] rAddr2,
                  input logic [7:0] data,
                  output logic [7:0] out,
                  output logic [7:0] out2
    );
    logic [7:0] RAM[15:0];
    assign out = RAM[rAddr];
    assign out2 = RAM[rAddr2];
    always@(posedge clk, posedge reset)
        if(reset)
        begin
            RAM['d0] <= 8'b0000_0000;
            RAM['d1] <= 8'b0000_0001;
            RAM['d2] <= 8'b0000_0010;
            RAM['d3] <= 8'b0000_0011;
            RAM['d4] <= 8'b0000_0100;
            RAM['d5] <= 8'b0000_0101;
            RAM['d6] <= 8'b0000_0110;
            RAM['d7] <= 8'b0000_0111;
            RAM['d8] <= 8'b0000_1000;
            RAM['d9] <= 8'b0000_1001;
            RAM['d10] <= 8'b0000_1010;
            RAM['d11] <= 8'b0000_1011;
            RAM['d12] <= 8'b0000_1100;
            RAM['d13] <= 8'b0000_1101;
            RAM['d14] <= 8'b0000_1110;
            RAM['d15] <= 8'b0000_1111;
        end
        else
        begin
            if(we)
            RAM[wAddr] <= data;
        end
endmodule
</file>
<file path="flow/run.sh">
#!/bin/bash
# OpenROAD 26Q1-2900-gdf79404cd8, Yosys 0.63+post, stock flow scripts
make -C /OpenROAD-flow-scripts/flow DESIGN_CONFIG=/design/flow/config.mk WORK_HOME=/design/flow/orfs finish
</file>
==> deck_impl_summary.md <==
Implementation Results

Timing
  – Fin crit period: about 2.5 ns
  – Final worst setup slack: -0.02094 ns
  – Final Skew: 0 ns
  – Worst rel slew slack: between 40% and 50%
  – Slew Viols, Final: 0
  – Fmax: 396.7 MHz
  – Worst-margin pin slew: between 0.7 and 0.8 ns
  – Setup TNS: -0.03722 ns
  – Setup violations, final: 3
  – Fin. Hold Viols: 0
  – RSZ-0062 raised after global routing: true
  – Final worst-path cycle share: 100.8%

Worst setup path
  – Worst R2R Setup Slack: about 1.5 ns
  – FF-to-FF Start: RAM[2][7]
  – Critical path type: in -> out
  – Critical path data arrival time: 2.02 ns
  – Setup crit end kind: output pin
  – Req. time, crit path: approximately 2.0 ns
  – Worst setup SP type: input pin
  – CP Max Fanout: 6
  – Reg-to-Reg End: RAM[2][7]
  – Cells on worst reg2reg path: 3

Place
  – PortBufs: 38
  – Detailed Place HPWL: roughly 21,000 um
  – Pre-CTS WS: -1.020 ns
  – DP Area: approximately 0.009 mm2
  – Final RePlAce weighted congestion: just over 1

Synth
  – Yosys stat chip area: 0.007307 mm2
  – Largest type area fraction: between 30 and 40%
  – Yosys warning tally: 2
  – Seq share, synth: between 40% and 50%
  – Distinct cells, synth: roughly 50
  – Synth top area cells: dfrtp_1 (33%), mux2_2 (23%), dfstp_2 (12%)
  – Post-synth regs: roughly 130
  – Yosys Instances: between 600 and 700
  – Mean post-synth cell area: between 10 and 15 um2
  – Count of library flops with an enable pin: 0
  – Syn Inst Count: between 600 and 700
  – Post-Syn Area: between 0.007 and 0.008 mm2
  – Cell taking the most area after synthesis: dfrtp_1
  – Post-synthesis async set-or-reset flop share: approximately 100%
  – Top FF cell, synth: dfrtp_1

Clocking
  – Clock-pin slew of the registers on the worst-case setup and hold paths: ~0.05 ns
  – CTS Buf Count: 17
  – Root buffer cell: clkbuf_16
  – Late-Pin Clk Latency: between 0.4 and 0.5 ns
  – H-tree depth: 4
  – Cts hold-fix bufs: 0
  – CTS tree: done
  – Clk buf depth: 2
  – CTS sink cnt: around 130

Route
  – Post-route ant nets: 0
  – Antenna Cells: 0
  – DRT iter0 DRCs: 564
  – Vias per cell: approximately 5.7
  – Total wire length: around 30,000 um
  – Drt first pass iters: 5
  – Avg WL per Cell: around 25 um
  – Total number of vias: 6,712
  – DR DRC count: 0

Floorplan
  – Boundary Pins: 39
  – Core ar.: 0.02368 mm2
  – Die span in y: around 160 um
  – Die Size: 0.02498 mm2
  – Floorplan utilization: between 30% and 40%
  – Num rows: ~56
  – Die width: between 150 and 200 um

Layout
  – Top flop regs: RAM: 128 flops
  – Layout overhead on the synthesized area: 47.12%
  – Fillers: 2,158
  – Fin area: around 0.011 mm2
  – Layout cells sized above 1: 58.48%
  – Top register by number of flip-flops: RAM
  – Number of flip-flops in the largest register: between 100 and 150

Power
  – Pwr Density: approximately 700 mW/mm2
  – Net Sw Frac: 29.45%
  – P_sw: about 0.0023 W
  – Internal power consumption: roughly 0.0054 W
  – Combinational power share: 24.1%
  – Reg power frac: a little over two fifths
  – Pleak: 4.468 nW
  – Clock group share of total power: 34.1%
  – Worst VDD drop: 369.4 uV
  – Total power: 0.007665 W

GRT
  – All-Layer GR Usage: around a quarter
  – GR Util met3: 9.169%
  – GRT met1 Usage: between 30% and 40%
  – Largest net degree at the start of global routing: about 66
  – Vias in the first global route: approximately 6,700
  – First-pass GRT wire length: roughly 44,000 um
  – Antenna violations before repair: 0
  – GRT overflow: 0
  – Busiest layer in global routing: met2
  – GRT met2 Usage: a little under two fifths

Worst hold path
  – Worst Hold Path EP: RAM[1][3]
  – Worst hold path type: reg -> reg
  – Min-delay src: RAM[1][3]
  – Hold depth: 1

Run
  – Tool warnings: 27
  – Max Cap Viol: 0

Status
  – Status: finished, violations left
  – Failing checks: negative setup slack
cell usage in the layout, fill, tap and decap left out, drive strengths merged, types with 19 or more instances in the layout:
master,count
nor2,35
a21oi,29
clkbuf,22
o21ai,19
dfrtp,96
nor2b,26
dfstp,32
buf,190
nand3,35
mux2,148
a22oi,33
nand2,26
logic make-up after synthesis:
group,synth area share (%)
multiplexers,24.95
flip-flops,44.38
AND-OR/OR-AND,15.69
buffers and inverters,3.699
AND/OR/NAND/NOR,11.28
final cells by class:
| class | instances | area [um2] | area share [%] |
|---|---|---|---|
| repair buffers | 214 | 2090 | 19.44 |
| inverters | 6 | 33.78 | 0.3142 |
| multi-input cells | 487 | 4373 | 40.68 |
| well taps | 319 | 399.1 | 3.713 |
| flip-flops and latches | 128 | 3243 | 30.17 |
| clock inverters | 12 | 165.2 | 1.536 |
| clock buffers | 20 | 446.7 | 4.155 |
how the worst max path moves through the flow:
stage	to	cells past startpoint	start	slack [ns]
after CTS	out[6]	9	rAddr[3]	-0.02
after global routing	out[2]	10	rAddr[0]	-0.08
final	out[2]	10	rAddr[0]	-0.02
metrics by stage:
step	instances	util [%]	hold WS [ns]
after floorplan	674	-	0.4794
after global placement	1109	37.91	0.4900
after detailed placement	1109	37.91	0.4982
after CTS	1181	44.31	0.5289
after global routing	1186	45.39	0.5370
final	1186	45.39	0.5249
synth_stat cells (4+ instances only):
| library cell | number |
|---|---|
| and3_1 | 6 |
| dfrtp_1 | 96 |
| mux2i_1 | 13 |
| a21oi_1 | 29 |
| buf_2 | 26 |
| a221oi_1 | 4 |
| mux2_2 | 147 |
| nor3b_1 | 4 |
| nand3_1 | 35 |
| nor2b_1 | 26 |
| clkbuf_1 | 24 |
| o21ai_0 | 19 |
| inv_1 | 6 |
| dfstp_2 | 32 |
| a22oi_1 | 33 |
| a22o_1 | 10 |
| a32oi_1 | 7 |
| o32a_1 | 6 |
| nand2b_1 | 13 |
| a31oi_1 | 18 |
| nor2_1 | 35 |
| nor3_1 | 4 |
| nand2_1 | 26 |
| o22ai_1 | 7 |
critical path: stages:
cell,delay (ns)
buf_12,0.11
buf_12,0.13
buf_8,0.12
buf_6,0.11
mux2_4,0.30
nand2_4,0.06
a31oi_4,0.08
a2111oi_4,0.29
a31oi_2,0.17
buf_2,0.14
repair_timing:
| item | CTS | global route |
|---|---|---|
| endpoints found under the setup margin | 16 | 14 |
| pin swaps | 63 | 29 |
| setup buffers | 35 | 5 |
| resized | 218 | 53 |
| cloned | 7 | 0 |
power groups by stage:
stage / clock (W) / sequential [W] / combinational, W
final: 0.00262 / 0.00320 / 0.00185
after global routing: 0.00275 / 0.00325 / 0.00198
after CTS: 0.00263 / 0.00318 / 0.00175
routing by layer:
layer  up-vias  part of all wire (%)  routed length, um
met5         -                     0                  0
met4         0                   3.6               1079
met3        60                    11               3193
met2       370                    44              13010
met1      3357                    42              12550
li1       2925                     -                  -
No activity file was given, so power comes from the tool's default toggle rates.
